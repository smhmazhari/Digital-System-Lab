## flow/run.sh

```bash
#!/bin/bash
# OpenROAD 26Q1-2900-gdf79404cd8, Yosys 0.63+post, stock flow scripts
make -C /OpenROAD-flow-scripts/flow DESIGN_CONFIG=/design/flow/config.mk WORK_HOME=/design/flow/orfs finish
```

## flow/config.mk

```make
export PLATFORM = sky130hd
export DESIGN_NAME = MSSD
export DESIGN_NICKNAME = MSSD
export VERILOG_FILES = /design/flow/design.v
export SDC_FILE = /design/flow/constraint.sdc
export NUM_CORES = 4
export LEC_CHECK = 1
export CORE_AREA = 10 10 95 95
export DIE_AREA = 0 0 105 105
```

## flow/constraint.sdc

```tcl
current_design MSSD

set clk_period 3.3
set clk_io_pct 0.2

create_clock -name clk0 -period $clk_period [get_ports {clock}]

set non_clock_inputs [all_inputs -no_clocks]
set_input_delay [expr $clk_period * $clk_io_pct] -clock clk0 $non_clock_inputs
set_output_delay [expr $clk_period * $clk_io_pct] -clock clk0 [all_outputs]
```

## flow/design.v

```verilog
module Demux_1to4 (SerIn,port_num,P0,P1,P2,P3);
    input [1:0] port_num;
    input SerIn;
    output reg  P0,P1,P2,P3;
    always @(SerIn) begin
        {P0,P1,P2,P3} = 4'b0;
        case (port_num)
            0:P0 = SerIn;
            1:P1 = SerIn;
            2:P2 = SerIn;
            3:P3 = SerIn;
        endcase
    end
endmodule
module MSSD(SerIn,clkPB,clock,reset,P0,P1,P2,P3,done,SerOutValid,ssd_result);
    input SerIn,clkPB,clock,reset;
    output P0,P1,P2,P3,done,SerOutValid;
    output [6:0] ssd_result;
    wire sh_en,clkEN,cnt1,sh_enD,cnt2,cntD,ldcntD,co1,co2,coD;
    datapath DP(SerIn,sh_en,clock,reset,clkEN,cnt1,sh_enD,cnt2,cntD,ldcntD,clkPB,P0,P1,P2,P3,ssd_result,co1,co2,coD);
    controller CU(SerIn,clkEN,clock,reset,co1,co2,coD,cnt1,cnt2,cntD,ldcntD,sh_en,sh_enD,SerOutValid,done);
endmodule
module Onepulser(clkPB,clock,reset,clkEN);
    input clkPB,clock,reset;
    output reg clkEN; 
    reg [1:0] pstate , nstate;
    parameter [1:0] A = 0 , B = 1 , C = 2; 
    always @(posedge clock,posedge reset) 
    begin
        if(reset)
            pstate <= A;
        else
            pstate <= nstate;
    end
    always @(pstate , clkPB)
    begin
        case (pstate)
            A:nstate = clkPB ? B : A;
            B:nstate = C;
            C: nstate = ~clkPB ? A : C;
            default:nstate = A;
        endcase
    end
    always @(pstate)
    begin
        clkEN = 1'b0;
        case (pstate)
            B : clkEN = 1'b1;
        endcase
    end
endmodule
module SSD (count,ssd_result);
    input [3:0] count;
    output reg [6:0] ssd_result;
    always @(count) begin
        {ssd_result} = 7'b0;
        case (count) 
            4'h0:ssd_result = 7'h40;
            4'h1:ssd_result = 7'h79;
            4'h2:ssd_result = 7'h24;
            4'h3:ssd_result = 7'h30;
            4'h4:ssd_result = 7'h19;
            4'h5:ssd_result = 7'h12;
            4'h6:ssd_result = 7'h02;
            4'h7:ssd_result = 7'h78;
            4'h8:ssd_result = 7'h00;
            4'h9:ssd_result = 7'h10;
            4'ha:ssd_result = 7'h08;
            4'hb:ssd_result = 7'h03;
            4'hc:ssd_result = 7'h46;
            4'hd:ssd_result = 7'h21;
            4'he:ssd_result = 7'h06;
            4'hf:ssd_result = 7'h0e;
            default: ssd_result = 7'b0;
        endcase
    end
endmodule
module controller(SerIn,clkEN,clock,reset,co1,co2,coD,cnt1,cnt2,cntD,ldcntD,sh_en,sh_enD,SerOutValid,done);
    input SerIn,clkEN,clock,reset,co1,co2,coD;
    output reg cnt1,cnt2,cntD,ldcntD,sh_en,sh_enD,SerOutValid,done;
    parameter [1:0]  Init = 0 , A = 1, B = 2,C = 3;
    reg [1:0] pstate , nstate;
        always @(posedge clock,posedge reset) 
        begin
            if(reset)
                pstate <= Init;
            else if(clock && clkEN)
                pstate <= nstate;
        end
        always @(pstate , co1,co2,coD,SerIn)
        begin
            case (pstate)
                Init: nstate = SerIn? Init : A;
                A: nstate = co1 ? B : A;
                B: nstate = co2 ? C : B;
                C: nstate = coD ? Init : C;
                default:nstate = Init;
            endcase
        end
        always @(pstate, coD)
        begin
            {cnt1,cnt2,cntD,ldcntD,sh_en,sh_enD,SerOutValid,done} = 8'b0;
            case (pstate)
                A:
                begin
                    cnt1 = 1;
                    sh_en = 1; 
                    cnt2 = co1;
                    sh_enD = co1;
                end
                B:
                begin
                    cnt2 = 1;
                    sh_enD = 1; 
                    ldcntD = co2;
                    SerOutValid = co2;
                end
                C:
                begin
                    cntD = 1;
                    SerOutValid = 1;
                    done = coD;
                end
            endcase
        end
endmodule
module counter_1bit(clock , reset, clkEN  ,cnt1 ,   co1);
    input clock , reset, clkEN  ,cnt1;
    output  co1;
    reg count;
    always @(posedge clock, posedge reset) begin
        if (reset) begin
            count <= 1'b0 ;
        end
        else if(clock && clkEN)
            if (cnt1) begin
                count <= count + 1;
            end
    end
    assign co1 = (count == 1 ? 1'b1:1'b0);
endmodule
module counter_2bit(clock , reset, clkEN  ,cnt2 ,   co2);
    input clock , reset, clkEN  ,cnt2;
    output reg co2;
    reg [2:0] count;
    always @(posedge clock, posedge reset) begin
        if (reset) begin
            count <= 3'b0 ;
        end
        else if(clock && clkEN)
            if (cnt2) begin
                count <= count + 1;
            end
    end
    assign co2 = (count == 3'b101 ? 1'b1:1'b0);
endmodule
module counter_4bit_with_load(clock , reset, clkEN  ,cntD ,NumData,ldcntD, count, coD);
    input clock , reset, clkEN  ,cntD , ldcntD;
    input [3:0] NumData;
    output  coD;
    output reg [3:0] count;
    always @(posedge clock, posedge reset) begin
        if (reset) begin
            count <= 4'b1111;
        end
        else if(clock && clkEN)begin
            if (ldcntD) begin
                count <= NumData;
            end
            else if(cntD) begin
                count <= count - 1;
            end
        end
    end
    assign coD = (count == 4'b0001 ? 1'b1:1'b0);
endmodule
module datapath (SerIn,sh_en,clock,reset,clkEN,cnt1,sh_enD,cnt2,cntD,ldcntD,clkPB,P0,P1,P2,P3,ssd_result,co1,co2,coD);
    input SerIn,sh_en,clock,reset,cnt1,sh_enD,cnt2,cntD,ldcntD,clkPB;
    output clkEN;
    output P0,P1,P2,P3,co1,co2,coD;
    output [6:0] ssd_result;
    wire [3:0] count;
    wire [3:0] NumData;
    wire [1:0] port_num;
    shift_register_2bit PortNum_shr(clock,reset, clkEN,sh_en,SerIn , port_num);
    counter_1bit Port_cnt (clock , reset, clkEN  ,cnt1 ,   co1);
    shift_register_4bit DataNum_shr(clock,reset, clkEN,sh_enD,SerIn , NumData);
    counter_2bit DataNum_cnt(clock , reset, clkEN  ,cnt2 ,   co2);
    counter_4bit_with_load DataTrans_cnt(clock , reset, clkEN  ,cntD ,NumData,co2, count, coD); 
    SSD ssd(count,ssd_result);
    Onepulser onepulser(clkPB,clock,reset,clkEN);
    Demux_1to4 Demux(SerIn,port_num,P0,P1,P2,P3);
endmodule
module shift_register_2bit(clock,reset, clkEN,sh_en,SerIn , port_num);
    input clock,reset, clkEN,sh_en,SerIn;
    output reg [1:0] port_num;
    always @(posedge clock , posedge reset) begin
        if (reset) begin
            port_num <= 2'b0;
        end
        else if (clock && clkEN) begin
            if (sh_en) begin
                port_num <= {port_num[0],SerIn};
            end
        end
    end
endmodule
module shift_register_4bit(clock,reset, clkEN,sh_enD,SerIn , NumData);
    input clock,reset, clkEN,sh_enD,SerIn;
    output reg [3:0] NumData;
    always @(posedge clock , posedge reset) begin
        if (reset) begin
            NumData <= 4'b0;
        end
        else if (clock && clkEN) begin
            if (sh_enD) begin
                NumData <= {NumData[2:0],SerIn};
            end
        end
    end
endmodule
```

==> ci_impl_report.md <==
### Yosys + OpenROAD results

| Metric | Value |
|---|---|
| Reg2Reg Launch Point | `DP.onepulser.pstate[2]` |
| Cell repeated most along the worst path | `clkbuf_8` |
| Worst-path clk slew | `0.08 ns` |
| Crit. End Element | `flip-flop` |
| Cell area leaders | `dfrtp_1 (30%), dfstp_2 (13%), ha_1 (8.1%)` |
| Post-synth cell types | `34` |
| Largest net degree at the start of global routing | `22` |
| # DRC | `0` |
| Syn Inst Count | `117` |
| YS chip area | `0.00123 mm^2` |
| Ys cells | `117` |
| Final Slew Violations | `0` |
| Worst-path fanout max | `7` |
| Synth Seq Share | `43.2%` |
| Leak Pwr | `0.836 nW` |
| Fin. Hold Viols | `0` |
| # diodes | `0` |
| CP Depth | `12` |
| Number of core rows | `30` |
| Critical Path Slowest Stage Cell | `mux2_4` |
| Worst reg-to-reg path cell count | `7` |
| Post-CTS setup buffer count | `0` |
| Vias in the first global route | `1391` |
| Detailed Route WL | `2980 um` |
| Slew @ Worst Pin | `0.798 ns` |
| Max-area cell share | `30.4%` |
| # Max-Cap Violations | `0` |
| Synth Area in XOR/XNOR | `2.13%` |
| Crit path from | `clock` |
| Core area | `0.00691 mm^2` |
| CTS tree | `done` |
| Worst-Skew Late Latency | `0.36 ns` |
| Routed via count | `1050` |
| Critical Path AT | `3.34 ns` |
| Post-Synth Adder-Cell Area | `8.11%` |
| Post-synth EDFFs | `0` |
| Main logic family | `AND-OR/OR-AND gates` |
| Total GRT Usage | `5.36%` |
| P&R area growth vs syn | `54.4%` |
| Flop2flop setup slack | `1.62 ns` |
| First drt pass iteration count | `4` |
| Tool Warnings | `56` |
| Port bufs | `16` |
| First-pass GRT wire length | `5060 um` |
| Placer congestion estimate | `0.752` |
| CP top delay family | `buffers and inverters` |
| Peak per-stage delay on the critical path | `0.29 ns` |
| Layout cells sized above 1 | `28.2%` |
| RSZ-0062 raised after global routing | `false` |
| AND/OR/NAND/NOR Cells, Area Fraction | `12.5%` |
| WS Path Type | `clk2reg` |
| Ao+oa area frac | `17.3%` |
| FP Core Util | `17.9%` |
| Synthesized area per cell | `10.6 um^2` |
| Initial antenna violation count | `0` |
| PwrDens | `877 mW/mm^2` |
| Final Skew | `0.00122 ns` |
| CTS Hold Bufs | `0` |
| Warnings from Yosys | `10` |
| Total congestion overflow | `0` |
| Synth area leader | `dfrtp_1` |
| Terminus of the critical flop-to-flop path | `DP.DataNum_shr.NumData[1]` |
| Die Wd | `105 um` |
| Crit path launch type | `clock port` |
| Status | `finished, final reports clean` |
| Post-DP Area | `0.00148 mm^2` |
| # resized after CTS | `0` |
| Count leader, synth | `dfrtp_1` |
| Via density | `4.05` |
| Yosys reg bits | `21` |
| Worst Hold Class | `reg2reg` |
| Mux area share | `11.9%` |
| DRT antenna net count | `0` |
| Worst rel slew slack | `46.8%` |
| Crit path to | `DP.DataNum_shr.NumData[1]` |
| Peak supply drop | `199 uV` |
| Final setup fails | `0` |
| Final Instance Area | `0.00191 mm^2` |
| Ports | `17` |
| Die area | `0.0110 mm^2` |
| Dominant flop cell | `dfrtp_1` |
| Netlist Area Pre-Place | `0.00123 mm^2` |
| Critical-path cell list | `clkbuf_8, clkbuf_8, clkbuf_8, clkbuf_8, clkbuf_8, and2_1, clkbuf_8, clkbuf_8, and2_4, clkbuf_8, clkbuf_8, mux2_4` |
| Setup TNS Final | `0 ns` |
| Critical path buffers and inverters | `9` |
| Worst EP required | `3.55 ns` |
| Dpl hpwl | `1790 um` |
| WL/cell | `11.5 um` |
| Initial detailed-routing violation count | `34` |
| Chip height | `105 um` |
| Async SR Flop Fraction | `100%` |
| Post-synth top cells | `dfrtp_1 (15), nand2_1 (10), ha_1 (8), inv_1 (8), nor2_1 (8)` |
[area by class of cell]
| cell class | count | area [um^2] |
|---|---|---|
| fill | 701 | 5000 |
| multi-input combinational | 83 | 641 |
| sequential | 21 | 533 |
| clock buffer | 34 | 418 |
| timing repair buffer | 16 | 160 |
| tap | 96 | 120 |
| inverter | 8 | 30.0 |
| clock inverter | 1 | 5.00 |
[sequential cells by signal, indices dropped and copies added, names as in the netlist]
signal and flops:
DP.DataNum_shr.NumData 4, DP.DataNum_cnt.count 3, DP.onepulser.pstate 3, DP.PortNum_shr.port_num 2, CU.pstate 4, DP.DataTrans_cnt.count 4
DP.Port_cnt.count 1
[worst min-delay path, cell delays in order (launching register included)]
cell	delay, ns
dfstp_2	0.38
inv_1	0.05
o2bb2ai_1	0.05
[worst min-delay path by stage]
stage,start,to,cells after the start
6_report,CU.pstate[0],CU.pstate[0],2
5_1_grt,CU.pstate[0],CU.pstate[0],2
4_1_cts,CU.pstate[0],CU.pstate[0],2
[layout by cell type, fill, tap and decap left out, types with 5 or more instances in the layout]
master            n
a21oi_1           5
clkbuf_1          5
clkbuf_8         29
clkdlybuf4s50_1  16
dfrtp_1          15
dfstp_2           6
ha_1              8
inv_1             8
nand2_1          10
nor2_1            8
o21ai_0           6
[per-layer routing]
metal  part of all wire (%)  vias up  global-route usage, %
met1                     46      501                   5.48
met5                      0        -                      0
met4                    1.7        0                   6.27
met3                    6.4        7                   4.10
met2                     46       39                   6.23
li1                       -      503                      -
[where the power goes]
part	switching, mW	internal, mW	total, mW
logic	0.202	0.335	0.537
registers	0.176	0.400	0.575
clock network	0.174	0.386	0.560
[kinds of logic (layout without fill, tap and decap cells)]
family	after synthesis	count (layout)
muxes	11	11
buffers and inverters	13	59
and+or+nand+nor	31	31
adders and majority gates	8	8
AOI/OAI and AO/OA	30	30
xor gates and xnor gates	3	3
DFF	21	21
[through the flow]
stage                     std cells  total power [mW]  hold WS, ns  utilization, %  worst slack, ns
after global routing            259              1.82        0.489            27.6            0.163
final                           259              1.67        0.468            27.6            0.212
after CTS                       259              1.70        0.471            27.6            0.194
after global placement          224              1.23        0.218            21.5            0.724
after floorplan                 117             0.943        0.218               -            0.844
after detailed placement        224              1.23        0.218            21.5            0.672
Power is estimated from default activity; no workload was simulated.
